$ cat flow/config.mk
export PLATFORM = sky130hd
export DESIGN_NAME = TX_Data
export DESIGN_NICKNAME = TX_Data
export VERILOG_FILES = /design/flow/design.v
export SDC_FILE = /design/flow/constraint.sdc
export NUM_CORES = 4
export LEC_CHECK = 1
export CORE_AREA = 10 10 98 98
export DIE_AREA = 0 0 108 108
$ cat flow/constraint.sdc
current_design TX_Data

set clk_period 2.0
set clk_io_pct 0.2

create_clock -name clk0 -period $clk_period [get_ports {clk}]

set non_clock_inputs [all_inputs -no_clocks]
set_input_delay [expr $clk_period * $clk_io_pct] -clock clk0 $non_clock_inputs
set_output_delay [expr $clk_period * $clk_io_pct] -clock clk0 [all_outputs]
$ cat flow/design.v
`timescale 1ns / 1ps
module TX_Data(
	 input  wire reset_n, 
	 input  wire clk,
    input  wire [7:0] DATA,
	 input  wire tx_complete_del_flag,
    input  wire button, 
    output reg  TXD,
	 output reg tx_busy,
	 output reg tx_complete_flag
    );
reg [7:0] Buffer;
reg [3:0] tx_index;
reg [3:0] state;
parameter IDLE=3'd0;
parameter START_BIT=3'd1; 
parameter DATA_TX=3'd2; 
parameter STOP_BIT=3'd3;
always @ (posedge clk or negedge reset_n) 
begin
		if(!reset_n)  
	begin
			state <= IDLE;
			TXD<=1'b1;
			tx_complete_flag<=1'b0;
			tx_busy<=1'b0;
			tx_index<=4'b000;  
			Buffer<=8'b0;
	end
		else 
			begin 
				case(state)
	IDLE:begin	
						TXD<=1'b1; 
						tx_busy<=1'b0;
						tx_index<=4'b000;
						if(button) begin 
						state<=START_BIT;
						Buffer <= DATA;
						end
						else begin
						state<=IDLE;
						Buffer <= Buffer;
						end
	end
   START_BIT:begin
						TXD<=1'b0;
						tx_complete_flag<=1'b0;
						tx_busy<=1'b1;
						tx_index<=4'b000;
						state<=DATA_TX;
	end
	 DATA_TX:begin
						tx_complete_flag<=1'b0;
						tx_busy<=1'b1;
						TXD<=Buffer[tx_index];
						if(tx_index<7)begin
						tx_index<=tx_index+1;  
						state<=DATA_TX;
						end
						else begin
						tx_index<=4'b000;
						state<=STOP_BIT; 
						end
	 end
	 STOP_BIT:begin
						TXD<=1'b1;
						tx_index<=4'b000;
						tx_complete_flag<=1'b1;
						tx_busy<=1'b0;
						if(!button)begin
						state<=IDLE;
						end
						else begin
						state<=START_BIT;
						end
		end		
				endcase
end	
end
endmodule
$ cat flow/run.sh
#!/bin/bash
# OpenROAD 26Q1-2900-gdf79404cd8, Yosys 0.63+post, stock flow scripts
make -C /OpenROAD-flow-scripts/flow DESIGN_CONFIG=/design/flow/config.mk WORK_HOME=/design/flow/orfs finish
==> results_dict.tcl <==
# yosys + openroad results
set metrics [dict create \
    place_congestion 0.7688 \
    io_pins 15 \
    pwr-share-comb_pct 30.5 \
    synth_area_um2 800.8 \
    dieWidth_um 108 \
    path_buffers 1 \
    fin_setup_tns_ps 0 \
    crit_family "flip-flops" \
    cap_violations 0 \
    comb_area_um2 315.3 \
    cpPeakStageDelay_ps 540 \
    total_power_mw 1.346 \
    clockBufferDepth 2 \
    post_drt_via_cell_ratio 2.939 \
    post_cts_buffers 0 \
    r2r_slack_ps 590 \
    finalHoldViolCount 0 \
    hold_ws_ps 482.1 \
    antenna_found_initial 0 \
    reg2regPathDepth 4 \
    hp-class "primary input to asynchronous set/reset pin" \
    syn2layout_area_growth_pct 38.44 \
    numCtsBuffers 3 \
    grt_pass1_wl_um 2808 \
    fin_skew_ps 8.127 \
    dr_total_vias 532 \
    rsz0062_at_grt "false" \
    crit_cells 1 \
    cts_tree "done" \
    ir_drop_v 0.0002626 \
    arrival_ps 1250 \
    wire_per_inst_um 9.238 \
    io_buffer_count 13 \
    worstMarginPinSlew_ps 351.9 \
    p_switching_uw 409.3 \
    p_sw_share_pct 30.40 \
    synth_cell_type_count 25 \
    max_slew_margin_pct 76.48 \
    rr_endpoint "tx_index[0]$_DFFE_PN0P_" \
    drive_gt1_share_pct 11.39 \
    core_area_mm2 0.007647 \
    drtAntennaViolNets 0 \
    worst-path-max-fanout 2 \
    initialDrtViolationCount 22 \
    grt_pass1_vias 546 \
    grt_start_max_net_pins 20 \
    clkSlewWorstSetupHoldPaths_ps 80 \
    drc_errors 0 \
    syn_avg_cell_area_um2 12.92 \
    detailed_place.area_mm2 0.001062 \
    final-setup-viol-count 0 \
    cts_root_buf "clkbuf_8" \
    fp_util_pct 10.47 \
    synth_flop_count 19 \
    cts_resized 0 \
    clk_latency_ps 250 \
    grt-ovfl-total 0 \
    r2r-start "tx_index[0]$_DFFE_PN0P_" \
    netlist_instances 62 \
    outcome "completed" \
    min_period_ps 1652 \
    place_hpwl_um 1322 \
    worst-setup-path-type "flip-flop to output pin" \
    htreeDepth 1 \
    cp.required_ps 1600 \
    pwr-share-clk_pct 19.5 \
    powerDensity_mw_per_mm2 1214 \
    fill_cells 838 \
    final_util_pct 14.50 \
    fmax_mhz 605.3 \
    yosysSeqAreaShare_pct 59.69 \
    warning_count 26 \
    num_rows 32 \
    flop_area_um2 478.0 \
    drv_slew 0 \
    seqPwrFrac_pct 49.9 \
    ctsHoldBuffers 0 \
    crit_chain "clkdlybuf4s50_1" \
    crit_path_top_delay_cell "dfstp_2" \
    yosysChipArea_um2 800.8 \
    diodes 0 \
    yosysWarnings 1 \
    wirelength_um 1672 \
    die_h_um 108 \
    critPathLaunchType "flip-flop" \
    final_cell_area_mm2 0.001109 \
    clock_sinks 19 \
    critPathCaptureType "output pin" \
    die-area_mm2 0.01166 \
    period_used_pct 82.60 \
    p_leak_nw 0.4576 \
    ys_cells 62 \
    drtPass1Iterations 3 \
    grt.total_usage_pct 2.967 \
    intPower_uw 937.0 \
]
==> worst max path at each step <==
stage                            from  endpoint  slack (ps)
final                 TXD$_DFFE_PN1P_       TXD         350
after global routing  TXD$_DFFE_PN1P_       TXD         300
after CTS             TXD$_DFFE_PN1P_       TXD         320
==> per-layer routing <==
metal / GRT usage [%] / vias up / share of wire [%]
li1: - / 261 / -
met1: 3.830 / 259 / 46
met2: 4.181 / 10 / 42
met3: 1.928 / 2 / 11
met4: 0.3817 / 0 / 0.66
met5: 0 / - / 0
==> sequential cells by signal (all words and copies together), names as in the netlist <==
register and cells:
Buffer 8, state 4, tx_index 4, TXD 1, tx_busy 1, tx_complete_flag 1
==> cells in the final DEF (no fill, tap or decap), types with 2 or more instances in the layout <==
| master | instances |
|---|---|
| clkbuf_8 | 3 |
| nand2_1 | 4 |
| dfstp_2 | 2 |
| nor4bb_1 | 2 |
| a21oi_1 | 4 |
| clkdlybuf4s50_1 | 13 |
| mux2_1 | 8 |
| a21o_1 | 2 |
| dfrtp_1 | 17 |
| nor2_1 | 6 |
==> worst register-to-register path, stage by stage, from the launching register on <==
cell,delay (ps)
dfrtp_1,470
ha_1,280
a21oi_1,310
nand3b_1,120
a21oi_1,150
==> through the flow <==
| stage | setup WS [ps] | cells |
|---|---|---|
| final | 347.9 | 181 |
| after global routing | 298.7 | 181 |
| after CTS | 323.6 | 181 |
| after detailed placement | 331.8 | 177 |
| after global placement | 344.3 | 177 |
| after floorplan | 733.1 | 62 |
==> power groups by stage <==
stage                 Clock (mW)  Combinational, mW  Sequential, mW
final                      0.263              0.411           0.672
after global routing       0.293              0.465           0.704
after CTS                  0.272              0.418           0.675
==> cell families after synthesis <==
family                     share of synthesized area [%]
AOI/OAI and AO/OA                                  10.00
adders and majority gates                          1.562
buffers and inverters                             0.9366
DFF                                                59.69
muxes                                              16.72
and+or+nand+nor                                    11.09
==> layout make-up <==
cell class | count | area share, %
clock buffers | 3 | 3.725
clock inverters | 1 | 0.4515
inverters | 1 | 0.3386
multi-input cells | 41 | 28.44
flip-flops and latches | 19 | 43.12
well taps | 102 | 11.51
repair buffers | 14 | 12.42
==> Yosys cell counts <==
master / instances / area (um2)
a32oi_1: 1 / 8.760
a21oi_1: 4 / 20.02
o22ai_1: 1 / 6.260
dfstp_2: 2 / 52.55
nand2b_1: 1 / 6.260
o21ai_0: 1 / 5.000
nor2_1: 6 / 22.52
nor2b_1: 1 / 6.260
nand2_1: 4 / 15.01
ha_1: 1 / 12.51
a31o_1: 1 / 8.760
nand3_1: 1 / 5.000
mux2i_1: 1 / 10.01
clkbuf_1: 1 / 3.750
nand3b_1: 1 / 7.510
mux2_1: 8 / 90.09
mux4_2: 1 / 22.52
o211ai_1: 1 / 7.510
nor4bb_1: 2 / 20.02
or3_1: 1 / 6.260
inv_1: 1 / 3.750
o31a_1: 1 / 8.760
mux2_2: 1 / 11.26
dfrtp_1: 17 / 425.4
a21o_1: 2 / 15.01
Power is estimated from default activity; no workload was simulated.
